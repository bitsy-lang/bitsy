==> flow/design.v <==
`timescale 1ns/1ns
module UartReceiver(
    input  wire clock_12MHz,
    output reg  [7:0] data = 8'b0,
    output reg  data_valid = 1'b0,
    input  wire ready,
    input  wire uart_rx_wild
);
    wire uart_rx_sync;
    assign uart_rx_sync = uart_rx_wild;
    reg [3:0] state = 0;
    reg [15:0] pulse = 0;
    always @(posedge clock_12MHz) begin
        case (state)
            0: begin
                data_valid <= 1'b0;
                data <= 8'b0;
                if (uart_rx_sync == 0) begin
                    pulse <= 1875;  
                    state <= 1;
                end
            end
            1: begin
                if (pulse > 0) begin
                    pulse <= pulse - 1;
                end else begin
                    data[0] <= uart_rx_sync;
                    pulse <= 1250;
                    state <= 2;
                end
            end
            2: begin
                if (pulse > 0) begin
                    pulse <= pulse - 1;
                end else begin
                    data[1] <= uart_rx_sync;
                    pulse <= 1250;
                    state <= 3;
                end
            end
            3: begin
                if (pulse > 0) begin
                    pulse <= pulse - 1;
                end else begin
                    data[2] <= uart_rx_sync;
                    pulse <= 1250;
                    state <= 4;
                end
            end
            4: begin
                if (pulse > 0) begin
                    pulse <= pulse - 1;
                end else begin
                    data[3] <= uart_rx_sync;
                    pulse <= 1250;
                    state <= 5;
                end
            end
            5: begin
                if (pulse > 0) begin
                    pulse <= pulse - 1;
                end else begin
                    data[4] <= uart_rx_sync;
                    pulse <= 1250;
                    state <= 6;
                end
            end
            6: begin
                if (pulse > 0) begin
                    pulse <= pulse - 1;
                end else begin
                    data[5] <= uart_rx_sync;
                    pulse <= 1250;
                    state <= 7;
                end
            end
            7: begin
                if (pulse > 0) begin
                    pulse <= pulse - 1;
                end else begin
                    data[6] <= uart_rx_sync;
                    pulse <= 1250;
                    state <= 8;
                end
            end
            8: begin
                if (pulse > 0) begin
                    pulse <= pulse - 1;
                end else begin
                    data[7] <= uart_rx_sync;
                    pulse <= 1150;  
                    state <= 9;
                end
            end
            9: begin
                if (pulse > 0) begin
                    pulse <= pulse - 1;
                end else begin
                    if (uart_rx_sync == 1'b1) begin
                        state <= 10;
                    end else begin
                        state <= 0;
                    end
                end
            end
            10: begin
                data_valid <= 1'b1;
                if (ready) begin
                    state <= 0;
                end
            end
        endcase
    end
endmodule
module UartSynchronizer(
    input  wire clock_12MHz,
    input wire uart_rx_wild,
    output reg uart_rx_sync
);
    reg buffer1;
    always @(posedge clock_12MHz) begin
        buffer1 <= uart_rx_wild;
        uart_rx_sync <= buffer1;
    end
endmodule
==> flow/run.sh <==
#!/bin/bash
# OpenROAD 26Q1-2900-gdf79404cd8, Yosys 0.63+post, stock flow scripts
make -C /OpenROAD-flow-scripts/flow DESIGN_CONFIG=/design/flow/config.mk WORK_HOME=/design/flow/orfs finish
==> flow/config.mk <==
export PLATFORM = sky130hd
export DESIGN_NAME = UartReceiver
export DESIGN_NICKNAME = UartReceiver
export VERILOG_FILES = /design/flow/design.v
export SDC_FILE = /design/flow/constraint.sdc
export NUM_CORES = 4
export LEC_CHECK = 1
export CORE_AREA = 10 10 114 114
export DIE_AREA = 0 0 124 124
==> flow/constraint.sdc <==
current_design UartReceiver

set clk_period 7.5
set clk_io_pct 0.2

create_clock -name clk0 -period $clk_period [get_ports {clock_12MHz}]

set non_clock_inputs [all_inputs -no_clocks]
set_input_delay [expr $clk_period * $clk_io_pct] -clock clk0 $non_clock_inputs
set_output_delay [expr $clk_period * $clk_io_pct] -clock clk0 [all_outputs]
==> CHANGELOG.md <==
## Flow update

* Cell taking the most area after synthesis: edfxtp_1
* Vias per Instance at 4.16
* Period minus WS final at 2.77 ns
* Mux share at 0%
* Final Max Tran Viols at 0
* First-pass GRT wire length at 6230 um
* Post-cts gate resize count at 0
* Slew margin rel. at 42.1%
* IR drop worst, VDD at 0.0516 mV
* Setup TNS at 0 ns
* Layout Cells excl Fill at 316
* Core ar. at 10400 um2
* Drt initial violations at 77
* CTS buffer count at 5
* Reg clk slew, reported paths at 0.05 ns
* Max Cap Viol at 0
* DP Wirelength at 2610 um
* CP arrival at 2.79 ns
* Main synth FF type: edfxtp_1
* Synth cell types at 51
* Worst Path Required at 7.52 ns
* Final WL at 3700 um
* P per Cell Area at 139 nW/um2
* Yosys stat area at 1810 um2
* Logic area at 855 um2
* Layout cells sized above 1 at 12.8%
* Commonest Layout Cell: edfxtp_1
* Tool warnings at 25
* # diodes at 0
* GRT overflow at 0
* Hold_sp: pulse[15]$_DFFE_PP_
* Final setup viols at 0
* Layout area overhead at 16.8%
* Internal reg-to-reg setup slack at 4.75 ns
* And-or/or-and share of the synthesized area at 15.5%
* Largest net degree at the start of global routing at 20
* Post-synthesis sequential area ratio at 48.1%
* Number of enable flip-flop cells at 29
* Routability Congestion at 0.825
* Die Y at 124 um
* Yosys xor share at 6.77%
* Final Hold Violation Tally at 0
* CP startpoint kind: input pin
* Worst-skew pair later-pin latency at 0.28 ns
* Worst hold path type: reg2reg
* Final routed DRC violation total at 0
* Initial antenna violation count at 0
* Crit share post-route at 36.9%
* Worst hold path depth at 2
* Status: finished clean
* Terminus of the critical flop-to-flop path: data[6]$_DFFE_PP_
* Cells on worst reg2reg path at 4
* Worst path max stage delay at 0.52 ns
* Num Clock Sinks at 29
* Top non-seq family: simple AND/OR/NAND/NOR gates
* Setup CP Type: in2reg
* CP Max Fanout at 16
* Worst-path cell chain: clkdlybuf4s50_1 -> nand2_1 -> nor3_1 -> a211oi_2 -> buf_4
* Max-area cell share at 48.1%
* R2R Path Start: pulse[6]$_DFFE_PP_
* I/O pins at 12
* Standard-cell row count at 37
* Simple share at 24.0%
* IO Port Bufs at 11
* Chip Width at 124 um
* Max Fclk at 0.361 GHz
* All-layer global routing usage at 4.83%
* Endpoint type of the worst setup path: register
* Most instantiated logic cells after routing: 29 x edfxtp_1, 22 x nor2_1, 16 x nand2_1
* Ys cells at 171
* CP max stage cell: clkdlybuf4s50_1
* DP Cell Count at 309
* Root Buffer: clkbuf_8
* Hold path endpoint: pulse[15]$_DFFE_PP_
* YS warnings at 1
* Vias at 1314
* Cell area after synthesis at 1810 um2
* Leakage power at 0.679 nW
* DR pass1 iterations at 4
* Die ar. at 15400 um2
* Filler cells at 1110
* Yosys reg bits at 29
* Vias in the first global route at 1310
* Unrepaired setup endpoints after global routing: false
* Post-CTS Hold Fix Bufs at 0
* Post-Syn Instances at 171
* Syn_area_per_cell at 10.6 um2
* Adder Share, Synth at 0.691%
* Post-route antenna net violation count at 0
* Worst Clk Skew at 0.00719 ns
* Deepest level of the CTS H-tree at 2
* Post-CTS Setup Inserts at 0
* CTS tree: yes
* Synth async-reset ratio at 0%
* Worst slew pin tran at 0.861 ns
* Maximum clock insertion buffer count at 2
* Top cells by area: edfxtp_1 48%, nor2_1 4.6%, xor2_1 3.9%
* Fp util at 17.4%
* Seq. cell area at 871 um2
* Avg WL per Cell at 11.7 um
## synth_stat cells (2+ instances only)
cell and n:
a211oi_1 3, a21oi_1 5, o31ai_1 2, nor2_1 22, nand2b_1 2, or2_2 2
a211oi_2 2, nand2_1 16, clkbuf_1 2, nand4_1 3, buf_2 4, o21ai_0 7
xor2_1 8, buf_4 2, nand3_1 4, inv_1 7, xnor2_1 6, o22ai_1 2
buf_6 2, nor3_1 9, edfxtp_1 29, nor4_1 3
## power breakdown
group	internal [W]	leakage, nW	total (W)	switching [W]
Combinational	0.00000108	0.328	0.00000177	0.000000694
Clock	0.0000623	0.0387	0.000116	0.0000535
Sequential	0.000176	0.312	0.000176	0
Total	0.000239	0.679	0.000293	0.0000542
## critical path, delay by kind of cell
family / cells / cell delay [ns]
AND-OR/OR-AND: 1 / 0.08
AND/OR/NAND/NOR: 2 / 0.44
buffers and inverters: 2 / 0.77
## logic make-up after synthesis
logic type,after synthesis
AND/OR/NAND/NOR,77
AND-OR/OR-AND,33
flip-flops,29
buffers and inverters,17
XOR/XNOR,14
adder cells (fa/ha/maj),1
## per-stage QoR
step	hold WS [ns]	power, W	utilization [%]	instance area (um2)	setup slack, ns
global route	0.697	0.000304	20.3	2120	4.52
global placement	0.632	0.000181	19.6	2040	4.47
detailed placement	0.650	0.000181	19.6	2040	4.45
floorplan	0.603	0.000179	-	1810	4.11
CTS	0.669	0.000298	20.3	2120	4.73
finish	0.654	0.000293	20.3	2120	4.73
## area by class of cell
type                    instances  share of cell area, %
clock inverters                 1                  0.177
well taps                     136                   8.04
multi-input cells             125                   40.4
inverters                       7                   1.24
flip-flops and latches         29                   41.2
clock buffers                   6                   3.43
repair buffers                 12                   5.56
## layer usage
metal	global-route usage, %	share of wire, %	vias up
li1	-	-	654
met1	7.17	50	628
met2	7.48	44	27
met3	0.735	4.3	5
met4	0.791	1.9	0
met5	0	0	-
## how the worst max path moves through the flow
stage | startpoint | end | slack, ns | depth (start not counted)
after global routing | pulse[6]$_DFFE_PP_ | data[6]$_DFFE_PP_ | 4.52 | 4
final | uart_rx_wild | pulse[5]$_DFFE_PP_ | 4.73 | 5
after CTS | uart_rx_wild | pulse[5]$_DFFE_PP_ | 4.73 | 5
## registers in the layout, indices dropped and copies added (netlist names)
signal,cells
data,8
data_valid,1
pulse,16
state,4
Power figures rest on the tool's default switching activity, not on a simulated workload.
