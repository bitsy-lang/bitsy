==> flow/config.mk <==
export PLATFORM = sky130hd
export DESIGN_NAME = Spi
export DESIGN_NICKNAME = Spi
export VERILOG_FILES = /design/flow/design.v
export SDC_FILE = /design/flow/constraint.sdc
export NUM_CORES = 4
export LEC_CHECK = 1
export CORE_UTILIZATION = 30
==> flow/constraint.sdc <==
current_design Spi

set clk_period 5.0
set clk_io_pct 0.2

create_clock -name clk0 -period $clk_period [get_ports {clock_12MHz}]

set non_clock_inputs [all_inputs -no_clocks]
set_input_delay [expr $clk_period * $clk_io_pct] -clock clk0 $non_clock_inputs
set_output_delay [expr $clk_period * $clk_io_pct] -clock clk0 [all_outputs]
==> flow/design.v <==
`timescale 1ns/1ns
module Spi(
    input  wire        clock_12MHz,
    input  wire        read_strobe,
    input  wire [23:0] read_addr,
    output reg  [7:0]  read_data = 0,
    output wire        read_busy,
    output reg         spi_clock = 0,
    output wire        spi_mosi,
    input  wire        spi_miso,
    output wire        spi_ss
);
    localparam IDLE = 0;
    localparam SENDING = 1;
    localparam RECEIVING = 2;
    localparam DONE = 3;
    reg [2:0] state = IDLE;
    reg [31:0] send_data;
    reg [4:0]  i = 0;
    reg [2:0]  j = 0;
    assign spi_mosi = (state == SENDING) ? send_data[i] :  1'b1;
    assign spi_ss = state == IDLE;
    assign read_busy = !spi_ss;
    always @(posedge clock_12MHz) begin
        case (state)
            IDLE: begin
                if (read_strobe) begin
                    send_data <= { 8'h03, read_addr };
                    spi_clock <= 0;
                    i <= 31;
                    j <= 7;
                    state <= SENDING;
                end
            end
            SENDING: begin
                if (spi_clock == 0) begin
                    spi_clock <= 1;
                end else begin
                    spi_clock <= 0;
                    if (i == 0) begin
                        read_data <= 8'b0;
                        state <= RECEIVING;
                    end else begin
                        i <= i - 1;
                    end
                end
            end
            RECEIVING: begin
                if (spi_clock == 0) begin
                    spi_clock <= 1;
                    read_data[j] <= spi_miso;
                end else begin
                    spi_clock <= 0;
                    if (j == 0) begin
                        state <= DONE;
                    end else begin
                        j <= j - 1;
                    end
                end
            end
            DONE: begin
                state <= IDLE;
            end
        endcase
    end
endmodule
==> flow/run.sh <==
#!/bin/bash
# OpenROAD 26Q1-2900-gdf79404cd8, Yosys 0.63+post, stock flow scripts
make -C /OpenROAD-flow-scripts/flow DESIGN_CONFIG=/design/flow/config.mk WORK_HOME=/design/flow/orfs finish
==> GITHUB_STEP_SUMMARY <==
## Implementation flow summary

| Metric | Value |
|---|---|
| Drt pass-1 iters | 4 |
| Worst Path Class, Setup | reg -> out |
| Post-route ant nets | 0 |
| Worst reg2reg path endpoint | read_data[3] |
| Crit-path max FO | 10 |
| CP arrival | 2.43 ns |
| Synth warn | 1 |
| Post-route minimum period | 3.43 ns |
| Die H | 86.5 µm |
| Hold Buf Count CTS | 0 |
| H-Tree Level Count | 2 |
| Fmax | 292 MHz |
| Yosys chip area | 0.00214 mm² |
| Vias in the first global route | 1210 |
| Post-synthesis to final-layout area growth | 25.3% |
| Fp util | 31.4% |
| Final hold violation count | 0 |
| Congestion Overflow GR | 0 |
| DP Area | 0.00259 mm² |
| Rows | 30 |
| Data required, critical path | 4.00 ns |
| Final Cell Area | 0.00268 mm² |
| Pwr dens | 472 mW/mm² |
| Clk_skew | 0.00941 ns |
| Worst setup EP type | output port |
| Slew HR | 39.8% |
| Mean routed wirelength per cell | 12.0 µm |
| Clock Tree Root | clkbuf_8 |
| Final Max Tran Viols | 0 |
| Slowest CP cell | edfxtp_1 |
| Register share after synthesis | 60.3% |
| Largest net degree at the start of global routing | 26 |
| Most frequent cells in the layout | 43 x edfxtp_1, 38 x clkdlybuf4s50_1, 16 x nand2_1 |
| Netlist cell types | 38 |
| N_diodes | 0 |
| Crit path from | i[0] |
| Layout cells sized above 1 | 7.69% |
| Worst-case clock buffer depth | 2 |
| Top cell family by delay on the critical path | multiplexers |
| Critical R2R Launch | i[0] |
| Worst-path cell chain | mux4_2 > mux2i_1 > nor3b_1 > a311o_1 > clkdlybuf4s50_1 |
| CP endpoint | spi_mosi |
| Most used logic cell in the final layout | edfxtp_1 |
| Synthesized instance count | 157 |
| Initial DRC Count | 62 |
| Reg2reg setup slack | 2.52 ns |
| Lkg Pwr | 0.941 nW |
| Synthesized area per cell | 13.6 µm² |
| Synth Cell Area | 0.00214 mm² |
| Max cap viols | 0 |
| Final period utilization | 68.5% |
| WP depth | 5 |
| Global-route wire length before repair | 5.78 mm |
| Setup violations, final | 0 |
| IO Count | 39 |
| Util after Layout | 39.3% |
| Ys cells | 157 |
| Registers, synthesis | 43 |
| Routability-driven placement congestion ratio | 0.841 |
| Worst Reg-to-Reg Cells | 5 |
| GRT Total Usage | 10.3% |
| Worst path max stage delay | 0.61 ns |
| Die W | 86.5 µm |
| Residual DRC | 0 |
| Hold crit path type | reg -> reg |
| Core ar. | 0.00683 mm² |
| Initial antenna violation count | 0 |
| DR vias/cell | 4.44 |
| Final wirelength | 3.50 mm |
| Critical path buffers and inverters | 1 |
| TritonCTS Buffers | 5 |
| CTS tree | yes |
| CP startpoint kind | flip-flop |
| Clk sinks | 43 |
| Post-CTS Setup Bufs | 0 |
| Die area | 0.00748 mm² |
| Worst skew pair latency | 0.31 ns |
| Count of tool warnings | 33 |
| Worst slew pin tran | 0.903 ns |
| Placed wire-length estimate | 2.41 mm |
| Count of input and output buffers | 38 |
| Status | complete, no violations |
| Post-cts resize count | 0 |
| Vias | 1291 |
| Reg clk slew, reported paths | 0.09 ns |
| Fin Setup TNS | 0 ns |
| Worst IR Drop VDD | 167 µV |
| RSZ-0062 raised after global routing | false |
## final cells by class
class / count / area [µm²]
clock buffers: 5 / 68.8
clock inverters: 3 / 26.3
fillers: 656 / 4150
inverters: 10 / 37.5
multi-input cells: 95 / 752
flip-flops and latches: 43 / 1290
well taps: 96 / 120
repair buffers: 39 / 388
## Yosys cell counts, drive strengths merged
cell type / instances / share of area, %
nand2b: 3 / 0.88
clkbuf: 4 / 0.70
mux2i: 8 / 3.7
nand2: 16 / 2.8
nand3: 1 / 0.23
or2: 1 / 0.29
buf: 5 / 2.2
nor2: 6 / 1.1
mux4: 4 / 4.2
o21ai: 3 / 0.70
o21a: 1 / 0.35
or2b: 1 / 0.35
a211oi: 1 / 0.35
nand4b: 3 / 1.2
a21oi: 1 / 0.23
a311oi: 1 / 0.41
o22ai: 2 / 0.58
nor2b: 6 / 1.8
and2: 2 / 0.64
a2111oi: 2 / 0.88
o311ai: 1 / 0.41
inv: 10 / 1.8
nor4b: 3 / 1.2
nor3: 2 / 0.47
nor3b: 1 / 0.35
nand4: 1 / 0.29
a21o: 1 / 0.35
nor4: 1 / 0.29
a21boi: 5 / 1.8
a311o: 1 / 0.47
and3: 2 / 0.58
edfxtp: 43 / 60
xnor2: 3 / 1.2
ha: 12 / 7.0
## where the power goes
group	internal [W]	switching (W)
registers	0.000529	0.0000658
logic	0.000222	0.000211
clock network	0.000103	0.000136
## through the flow
stage | total power, W | setup WS [ns] | hold WS, ns | std cells
floorplan | 0.000890 | 2.58 | 0.555 | 157
global placement | 0.00104 | 1.96 | 0.603 | 283
detailed placement | 0.00104 | 1.87 | 0.616 | 283
CTS | 0.00128 | 1.53 | 0.638 | 291
global route | 0.00136 | 1.41 | 0.669 | 291
finish | 0.00127 | 1.57 | 0.632 | 291
## sequential cells by signal, indices dropped and copies added, names as in the netlist
signal	cells
j	3
send_data	24
spi_clock	1
i	5
read_data	8
state	2
## logic make-up (layout without fill, tap and decap cells)
group	count (synthesis)	count (layout)	share of synthesized area, %
AND/OR/NAND/NOR	49	49	12.4
adder cells (fa/ha/maj)	12	12	7.01
multiplexers	12	12	7.94
AND-OR/OR-AND	19	19	6.48
buffers and inverters	19	57	4.61
flip-flops	43	43	60.3
XOR/XNOR	3	3	1.23
## how the worst min path moves through the flow
stage | from | endpoint | slack [ns] | depth (start not counted)
final | read_data[2] | read_data[2] | 0.63 | 2
after global routing | read_data[4] | read_data[4] | 0.67 | 2
after CTS | read_data[2] | read_data[2] | 0.64 | 2
## tightest hold or removal path: stages, from the launching register on
cell and delay, ns:
edfxtp_1 0.36, mux2i_1 0.07, nor2b_1 0.10
## metal layers
layer / global-route usage (%) / wire length (µm) / vias to the layer above
met2: 14.6 / 1530 / 28
li1: - / - / 649
met1: 17.6 / 1750 / 607
met5: 0 / 0 / -
met4: 1.97 / 94 / 0
met3: 2.03 / 123 / 7
Power figures rest on the tool's default switching activity, not on a simulated workload.
