--- /design/flow/constraint.sdc ---
current_design UartSender

set clk_period 6.9
set clk_io_pct 0.2

create_clock -name clk0 -period $clk_period [get_ports {clock_12MHz}]

set non_clock_inputs [all_inputs -no_clocks]
set_input_delay [expr $clk_period * $clk_io_pct] -clock clk0 $non_clock_inputs
set_output_delay [expr $clk_period * $clk_io_pct] -clock clk0 [all_outputs]
--- /design/flow/design.v ---
`timescale 1ns/1ns
module UartSender(
    input  wire clock_12MHz,
    input  wire [7:0] data,
    input  wire data_valid,
    output wire ready,
    output reg uart_tx = 1'b1
);
    reg [7:0] latched_data;
    reg [3:0] state = 0;
    reg [10:0] pulse = 0;
    assign ready = state == 0;
    always @(posedge clock_12MHz) begin
        case (state)
            0: begin
                if (data_valid) begin
                    latched_data <= data;
                    uart_tx <= 1'b0;
                    pulse <= 1250;
                    state <= 1;
                end
            end
            1: begin
                if (pulse > 0) begin
                    pulse <= pulse - 1;
                end else begin
                    uart_tx <= latched_data[0];
                    pulse <= 1250;
                    state <= 2;
                end
            end
            2: begin
                if (pulse > 0) begin
                    pulse <= pulse - 1;
                end else begin
                    uart_tx <= latched_data[1];
                    pulse <= 1250;
                    state <= 3;
                end
            end
            3: begin
                if (pulse > 0) begin
                    pulse <= pulse - 1;
                end else begin
                    uart_tx <= latched_data[2];
                    pulse <= 1250;
                    state <= 4;
                end
            end
            4: begin
                if (pulse > 0) begin
                    pulse <= pulse - 1;
                end else begin
                    uart_tx <= latched_data[3];
                    pulse <= 1250;
                    state <= 5;
                end
            end
            5: begin
                if (pulse > 0) begin
                    pulse <= pulse - 1;
                end else begin
                    uart_tx <= latched_data[4];
                    pulse <= 1250;
                    state <= 6;
                end
            end
            6: begin
                if (pulse > 0) begin
                    pulse <= pulse - 1;
                end else begin
                    uart_tx <= latched_data[5];
                    pulse <= 1250;
                    state <= 7;
                end
            end
            7: begin
                if (pulse > 0) begin
                    pulse <= pulse - 1;
                end else begin
                    uart_tx <= latched_data[6];
                    pulse <= 1250;
                    state <= 8;
                end
            end
            8: begin
                if (pulse > 0) begin
                    pulse <= pulse - 1;
                end else begin
                    uart_tx <= latched_data[7];
                    pulse <= 1250;
                    state <= 9;
                end
            end
            9: begin
                if (pulse > 0) begin
                    pulse <= pulse - 1;
                end else begin
                    uart_tx <= 1;
                    pulse <= 1250;
                    state <= 10;
                end
            end
            10: begin
                if (pulse > 0) begin
                    pulse <= pulse - 1;
                end else begin
                    state <= 0;
                end
            end
        endcase
    end
endmodule
--- /design/flow/run.sh ---
#!/bin/bash
# OpenROAD 26Q1-2900-gdf79404cd8, Yosys 0.63+post, stock flow scripts
make -C /OpenROAD-flow-scripts/flow DESIGN_CONFIG=/design/flow/config.mk WORK_HOME=/design/flow/orfs finish
--- /design/flow/config.mk ---
export PLATFORM = sky130hd
export DESIGN_NAME = UartSender
export DESIGN_NICKNAME = UartSender
export VERILOG_FILES = /design/flow/design.v
export SDC_FILE = /design/flow/constraint.sdc
export NUM_CORES = 4
export LEC_CHECK = 1
export CORE_AREA = 10 10 101 101
export DIE_AREA = 0 0 111 111
==> flow.log <==
[flow] collecting metrics
INFO  metric grt_use_total = 0.0365
INFO  metric cp-end-kind = primary output
INFO  metric die-height = 111 µm
INFO  metric timing.rr.end = state[2]
INFO  metric clk_pin_slew_worst_paths = 80 ps
INFO  metric ys.flops = 24
INFO  metric dpl-instance-area = 0.00148 mm²
INFO  metric run_status = finished clean
INFO  metric synth.yosys.warnings = 1
INFO  metric maximum_number_of_pins_on_one_net_before_global_route_repair = 16
INFO  metric cts_num_sinks = 24
INFO  metric yosys_most_used_dff = sky130_fd_sc_hd__edfxtp_1
INFO  metric area_delta_synth_final = 22.6%
INFO  metric routed_wirelength = 2350 µm
INFO  metric grt_pass1_wl = 3880 µm
INFO  metric ant_nets = 0
INFO  metric ys_seq_frac = 0.569
INFO  metric fmax = 0.292 GHz
INFO  metric max_cap_violations = 0
INFO  metric tritoncts = built
INFO  metric cp.required = 5520 ps
INFO  metric final_min_period_over_clock_period = 0.497
INFO  metric ys_top_cells_by_count = 24 x sky130_fd_sc_hd__edfxtp_1, 10 x sky130_fd_sc_hd__o21ai_0, 7 x sky130_fd_sc_hd__nand2_1
INFO  metric ioPinCount = 12
INFO  metric cts-buffers-inserted = 3
INFO  metric ff_latch_area = 721 µm²
INFO  metric post-dp-hpwl = 1660 µm
INFO  metric globalplace.congestion = 0.758
INFO  metric timing_worst_slew_pin_value = 663 ps
INFO  metric path_max_fanout = 15
INFO  metric hold_violations = 0
INFO  metric timing.hold.worst_endpoint = pulse[0]
INFO  metric skew = 2.10 ps
INFO  metric fin_tns_setup = 0 ps
INFO  metric async_reset_ff_frac = 0
INFO  metric vdd_drop_max = 0.0637 mV
INFO  metric cts-root-buf = sky130_fd_sc_hd__clkbuf_8
INFO  metric final_std_cell_area_no_fill = 0.00155 mm²
INFO  metric crit-reg2reg-launch = pulse[5]
INFO  metric yosys.area.top_type = sky130_fd_sc_hd__edfxtp_1
INFO  metric timing_worst_setup_path_type = reg2out
INFO  metric grt-ovfl-total = 0
INFO  metric layout-drive-gt1-share = 0.101
INFO  metric firstDrtPassIters = 4
INFO  metric syn_area_per_cell = 11.6 µm²
INFO  metric holdWs = 636 ps
INFO  metric synth_cell_types = 34
INFO  metric via_count = 822
INFO  metric layout.filler_cells = 862
INFO  metric timing.final.setup_violations = 0
INFO  metric placement_rows = 33
INFO  metric post_cts.resized_instances = 0
INFO  metric num_antenna_cells = 0
INFO  metric core_area = 0.00813 mm²
INFO  metric synth.top_cells.by_area = sky130_fd_sc_hd__edfxtp_1 57%, sky130_fd_sc_hd__o21ai_0 4.0%, sky130_fd_sc_hd__xor2_1 3.5%
INFO  metric grt_setup_unrepaired = no
INFO  metric number_of_antenna_violations_at_the_first_check_in_global_routing = 0
INFO  metric synth_chip_area = 0.00127 mm²
INFO  metric postCtsSetupRepairBufs = 0
INFO  metric chip_area = 0.0123 mm²
INFO  metric wirelength_per_cell = 10.5 µm
INFO  metric netlist_instances = 109
INFO  metric yosys-stat-cells = 109
INFO  metric number_of_enable_type_register_cells_in_the_synthesized_netlist = 24
INFO  metric powerDensity = 187 mW/mm²
INFO  metric maxSlewHeadroom = 0.554
INFO  metric initial_core_util = 0.156
INFO  metric viasPerCell = 3.67
INFO  metric post-route-min-period = 3430 ps
INFO  metric route.detailed.drc = 0
INFO  metric final-max-slew-violation-count = 0
INFO  metric warnings = 26
INFO  metric clock_path_buffers = 2
INFO  metric area.combinational = 493 µm²
INFO  metric synth_area = 0.00127 mm²
INFO  metric worstHoldPathType = reg2reg
INFO  metric cts_hold_buf = 0
INFO  metric port_buffers = 11
INFO  metric initialDrtViolationCount = 66
INFO  metric power_leakage = 0.482 nW
INFO  metric min_from = pulse[0]
INFO  metric number_of_global_route_vias_before_repair = 813
INFO  metric data_arrival_at_the_endpoint_of_the_critical_path = 2050 ps
INFO  metric die_w = 111 µm
INFO  metric htree_num_levels = 1
INFO  metric worstSkewPairLatency = 260 ps
INFO  metric worst_hold_path.num_cells = 1
INFO  metric synth_top_area_share = 0.569
INFO  metric worst_r2r_path_depth = 3
INFO  metric startpoint_class = flop
INFO  metric yosys.cell_count.top_type = sky130_fd_sc_hd__edfxtp_1
INFO  metric r2r_slack = 4380 ps
## per-stage QoR
step	power [mW]	cells	setup slack (ps)	utilization
after CTS	0.293	224	3460	0.191
after detailed placement	0.171	220	3770	0.182
after global routing	0.302	224	3320	0.191
after global placement	0.171	220	3790	0.182
after floorplan	0.165	109	4350	-
final	0.290	224	3470	0.191
## power by group
part           switching [mW]  internal, mW  leakage, nW  total, mW
Sequential           0.000719         0.159        0.220      0.160
Clock                  0.0448        0.0775       0.0357      0.122
Combinational         0.00174       0.00527        0.226    0.00701
## critical path, cell delays in order (launching register included)
cell and delay [ps]:
sky130_fd_sc_hd__edfxtp_1 590, sky130_fd_sc_hd__or3_1 440, sky130_fd_sc_hd__nand2b_1 190, sky130_fd_sc_hd__inv_1 90, sky130_fd_sc_hd__clkdlybuf4s50_1 470
## routing by layer
metal  vias to the layer above  global-route usage  part of all wire
met5                         -                   0                 0
met4                         0              0.0104             0.026
met3                         5              0.0120             0.057
li1                        424                   -                 -
met2                        14              0.0480              0.39
met1                       379              0.0549              0.52
## cells in the final DEF (no fill, tap or decap), drive strengths merged, types with 3 or more instances in the layout
cell | Yosys | layout
o21ai | 10 | 10
a31oi | 3 | 3
edfxtp | 24 | 24
clkbuf | 4 | 3
xnor2 | 4 | 4
nor2 | 5 | 5
nor3 | 5 | 5
nand2 | 7 | 7
inv | 5 | 5
clkdlybuf4s50 | 0 | 11
nor4 | 3 | 3
a21oi | 4 | 4
or3 | 5 | 5
or4 | 3 | 3
xor2 | 5 | 5
## cells by family (layout without fill, tap and decap cells)
kind of cell | after synthesis | in the layout | share of synthesized area
flip-flops | 24 | 24 | 0.569
adder cells (fa/ha/maj) | 2 | 2 | 0.0198
AND/OR/NAND/NOR | 40 | 40 | 0.191
buffers and inverters | 11 | 21 | 0.0415
AND-OR/OR-AND | 21 | 21 | 0.101
multiplexers | 2 | 2 | 0.0158
XOR/XNOR | 9 | 9 | 0.0622
## layout make-up
class / count / share of cell area
clock buffers: 3 / 0.0266
clock inverters: 1 / 0.0193
inverters: 5 / 0.0121
multi-input cells: 74 / 0.317
flip-flops and latches: 24 / 0.464
well taps: 105 / 0.0846
repair buffers: 12 / 0.0757
## how the worst max path moves through the flow
stage	startpoint	to	slack [ps]	cells after the start
5_1_grt	state[1]	ready	3320	4
4_1_cts	state[1]	ready	3460	4
6_report	state[1]	ready	3470	4
## flip-flops by register name, indices dropped and copies added, names as in the netlist
name          count
pulse            11
latched_data      8
state             4
uart_tx           1
Power is estimated from default activity; no workload was simulated.
